File: run.sh
#!/bin/bash
# OpenROAD 26Q1-2900-gdf79404cd8, Yosys 0.63+post, stock flow scripts
make -C /OpenROAD-flow-scripts/flow DESIGN_CONFIG=/design/flow/config.mk WORK_HOME=/design/flow/orfs finish
File: config.mk
export PLATFORM = sky130hd
export DESIGN_NAME = ALU
export DESIGN_NICKNAME = ALU
export VERILOG_FILES = /design/flow/design.v
export SDC_FILE = /design/flow/constraint.sdc
export NUM_CORES = 4
export LEC_CHECK = 1
export CORE_UTILIZATION = 50
File: constraint.sdc
current_design ALU

set clk_period 19.5
set clk_io_pct 0.2

create_clock -name clk0 -period $clk_period

set non_clock_inputs [all_inputs -no_clocks]
set_input_delay [expr $clk_period * $clk_io_pct] -clock clk0 $non_clock_inputs
set_output_delay [expr $clk_period * $clk_io_pct] -clock clk0 [all_outputs]
File: design.v
`timescale 1ns / 1ps
module ALU(sum, zero, a, b, op);
input [31:0] a, b;
input [2:0] op;
output reg [31:0] sum;
output reg zero;
always @(a,b,op)
	begin
		case(op)
		3'b000: sum <= a;
		3'b001: sum <= ~a;
		3'b010: sum <= a + b; 
		3'b011: sum <= a - b;
		3'b100: sum <= a | b;
		3'b101: sum <= a & b;
		3'b111: sum <= $signed(a) < $signed(b);
		default: sum <= 0;
		endcase	
	end
always @(a,b,op)
   begin
	if(a == b) 
	begin
   zero <= 1'b1;
	end	
	else 
	begin
	zero <= 1'b0;
   end
end
endmodule
==> out/results.txt <==
DR vias/cell: 6.08
# diodes: 0
Comb power frac: 100.0%
vias: 6,447
Seq share, synth: 0%
Routed WL per cell: 16.5 µm
Yosys top cell area share: 24.4%
Pint: 0.0841 mW
global route overflow: 0
input/output buffers: 100
worst path required time: 15.60 ns
Final Wtd Congestion: 0.945
RSZ-0062 raised after global routing: no
crit path time final: 11.83 ns
number of global-route vias before repair: 5,766
DR iter-0 viols: 530
worst vdd rail ir drop: 29.5 µV
die width: 108 µm
share of post-route cells with drive strength above 1: 3.04%
number of fill cells: 991
initial antenna violation count: 0
Hold Crit Class: input port to output port
total track usage: 30.7%
post-route cell area: 6580 µm²
# clk buffers: 0
Top cell excl fill/tap: nor2_1
Area contributors post-synth: ha_1, a21oi_1, nor2_1
Tool Warnings: 110
cells after synthesis: 870
core area: 10,800 µm²
Max Clk Rate: 84.6 MHz
Yosys top cell by area: ha_1
Area after DPL: 6580 µm²
Area Growth Syn to Fin: 17.8%
slowest stage delay, CP: 0.62 ns
Top-Level Pins: 100
Yosys cell types: 67
flip-flop and latch area: 0 µm²
switching pwr: 0.104 mW
Setup Buffers After CTS: 0
flip-flops: 0
first-pass GRT wire length: 28,500 µm
final hold viol count: 0
drc violations: 0
endpoint class of the critical path: output port
Final Instance Count excl. Fillers: 1,061
Setup Crit Path Kind: input port to output port
# setup viols final: 0
Slew @ Worst Pin: 0.858 ns
DIE AREA: 11,600 µm²
Final HPWL DP: 13,700 µm
Post-Syn Area: 5590 µm²
most used cell, CP: clkdlybuf4s50_1
Placed Cells: 1,061
CP cell instances: clkdlybuf4s50_1, ha_1, inv_1, fa_1, nor2b_1, o31a_1, o21ai_1, a21oi_1, a311o_1, a32o_1, or4b_2, a31oi_1, clkdlybuf4s50_1
Leakage Power: 3.02 nW
pin count of the biggest net entering global routing: 87
hold-fix buffers at CTS: 0
status: complete, no violations
Final period util: 60.6%
startpoint types: input port
Initial DRT Pass Iterations: 7
critical path fanouts, max: 4
ys cells: 870
Chip Area, Yosys: 5590 µm²
maxcap violations: 0
Initial Utilization: 51.5%
Slew Viols, Final: 0
total wire length: 17,500 µm
Tot Pwr: 0.188 mW
CP arrival: 7.93 ns
clock power share: 0%
die boundary height: 108 µm
Post-Syn Area per Cell: 6.42 µm²
CTS resizes: 0
P per Cell Area: 28.6 nW/µm²
post-layout util: 60.7%
CP max stage cell: or4b_2
Antenna Nets Post-Route: 0
Sw Share: 55.3%
most frequent cells in the layout: nor2_1, ha_1, a21oi_1
part of the power in registers: 0%
Max-slew headroom: 42.8%
setup_tns: 0 ns
row count: 38
total number of yosys warnings: 1
==> logic make-up (layout without fill, tap and decap cells) <==
kind of cell / count (synthesis) / after routing / share of synthesized area, %
AND-OR/OR-AND: 334 / 334 / 39.7
buffers and inverters: 149 / 200 / 10.2
adder cells (fa/ha/maj): 111 / 111 / 25.1
XOR/XNOR: 25 / 25 / 3.92
multiplexers: 4 / 4 / 0.739
AND/OR/NAND/NOR: 247 / 247 / 20.3
==> path summary, 6_finish.rpt <==
path                  cells past startpoint      end  slack, ns   from
worst max-delay path                     13  sum[30]       7.67   a[0]
worst min-delay path                      4   sum[0]       8.74  op[0]
==> critical path, delay by kind of cell <==
family,cells,cell delay [ns]
AND-OR/OR-AND,6,1.52
buffers and inverters,3,1.08
AND/OR/NAND/NOR,2,0.79
adder cells (fa/ha/maj),2,0.64
==> synthesized netlist by cell type, types with 9 or more instances <==
master    count
nor2_1      112
ha_1        109
a21oi_1      99
inv_1        89
nand2_1      43
o21ai_0      41
clkbuf_1     37
a211oi_1     35
a21o_1       33
o22ai_1      25
nor3_1       21
xnor2_1      21
o21bai_1     17
nand3_1      13
o31ai_1      11
a31oi_1      10
nand2b_1     10
nor2b_1      10
buf_2         9
or3_1         9
==> layout make-up <==
| cell class | instances | area [µm²] | area share, % |
|---|---|---|---|
| Multi-Input combinational cell | 721 | 5010 | 76.2 |
| Timing Repair Buffer | 105 | 1030 | 15.7 |
| Inverter | 95 | 357 | 5.42 |
| Tap cell | 140 | 175 | 2.66 |
==> per-stage QoR <==
step	setup WS (ns)	hold WS [ns]
floorplan	9.29	7.90
global placement	7.81	8.74
detailed placement	7.76	8.75
CTS	7.73	8.76
global route	7.49	8.80
finish	7.67	8.74
==> power groups by stage <==
stage,clock network [mW],logic (mW),registers [mW]
4_1_cts,0,0.186,0
5_1_grt,0,0.208,0
6_report,0,0.188,0
==> per-layer routing <==
| metal | global-route usage (%) | part of all wire (%) | up-vias |
|---|---|---|---|
| met4 | 5.38 | 1.8 | 0 |
| met5 | 0 | 0 | - |
| met2 | 49.7 | 45 | 258 |
| li1 | - | - | 3233 |
| met1 | 45.6 | 48 | 2924 |
| met3 | 0.988 | 5.8 | 32 |
Power is estimated from default activity; no workload was simulated.
