[flow/config.mk]
export PLATFORM = sky130hd
export DESIGN_NAME = InstructionRegister
export DESIGN_NICKNAME = InstructionRegister
export VERILOG_FILES = /design/flow/design.v
export SDC_FILE = /design/flow/constraint.sdc
export NUM_CORES = 4
export LEC_CHECK = 1
export CORE_AREA = 10 10 101 101
export DIE_AREA = 0 0 111 111
[flow/constraint.sdc]
current_design InstructionRegister

set clk_period 1.0
set clk_io_pct 0.2

create_clock -name clk0 -period $clk_period [get_ports {clk}]

set non_clock_inputs [all_inputs -no_clocks]
set_input_delay [expr $clk_period * $clk_io_pct] -clock clk0 $non_clock_inputs
set_output_delay [expr $clk_period * $clk_io_pct] -clock clk0 [all_outputs]
[flow/run.sh]
#!/bin/bash
# OpenROAD 26Q1-2900-gdf79404cd8, Yosys 0.63+post, stock flow scripts
make -C /OpenROAD-flow-scripts/flow DESIGN_CONFIG=/design/flow/config.mk WORK_HOME=/design/flow/orfs finish
[flow/design.v]
`timescale 1ns / 1ps
module InstructionRegister(Instruction, IRWrite, op, r1 , r2 ,r3, imm, j_imm, clk, rst);
input [31:0] Instruction;
input IRWrite, clk, rst;
output reg [5:0] op;
output reg [4:0] r1, r2, r3;
output reg [15:0] imm;
output reg [25:0] j_imm;
always @(posedge clk)
begin
  if(rst)
   begin
   op <= 6'b000000;
   r1 <= 5'b0;
   r2 <= 5'b0;
   r3 <= 5'b0;
	imm <= 16'b0;
	j_imm <= 26'b0; 
   end
 else
   begin
	if(IRWrite)
	 begin
	  op <= Instruction[31:26];
	  r1 <= Instruction[25:21];
	  r2 <= Instruction[20:16];
	  r3 <= Instruction[15:11];
	  imm <= Instruction[15:0];
	  j_imm <= Instruction[25:0];
	  end
	end
end
endmodule
==> out/metrics.yaml <==
ys_seq_elements: 32
clock.fmax_mhz: 991
drv_slew: 0
yosys_warnings: 1
fin_cells: 316
clkSlewWorstSetupHoldPaths_ps: 60
rsz0062_at_grt: "yes"
yosysTopAreaCell: "dfxtp_1"
clock_latency_ps: 270
worst-setup-path-type: "reg2out"
grt_pass1_wl_mm: 7.01
synthTopCellsByArea: "dfxtp_1, mux2i_1, buf_4"
warnings: 27
p_leak_nw: 1.10
fin_worst_skew_ps: 0
cts_tree: "done"
grt_pass1_vias: 1244
outcome: "finished with violations"
violations: "negative setup slack"
io_buffers: 97
seqPwrFrac: 0.496
fin_crit_ps: 1010
grt-ovfl-total: 0
grt_start_max_net_pins: 33
cts_hold_buf: 0
vias_per_cell: 3.51
cp.required_ps: 800
critPathArrivalTime_ps: 810
power_w: 0.00286
antenna_cells: 0
drt_iter0_markers: 13
drt_wl_total_mm: 4.10
pin_count: 98
fp_util: 0.172
synthToLayoutAreaGrowth_pct: 59.3
fin_ws_ps: -8.78
endpoint_kind: "output pin"
vias: 1110
power_density_nw_per_um2: 1290
antenna_found_initial: 0
worst_pin_slew_ps: 137
syn_area_um2: 1400
maxCapViolations: 0
cts-root-buf: "clkbuf_8"
slew_headroom: 0.906
syn_area_per_cell_um2: 10.4
start_kind: "flip-flop"
p_int_w: 0.00221
yosysCellCount: 134
cts-htree-levels: 2
top_area_frac: 0.459
cts_sinks: 32
fin_crit_sh: 1.01
synthCells: 134
power_switching_w: 0.000657
setup_viol: 5
hold_class: "in2reg"
power.share.clock: 0.324
fill_cells: 854
peakVddDrop_mv: 0.367
rows: 33
drive_above_1_share: 0.536
combinationalPowerShare: 0.180
synth_cell_types: 7
wire_per_inst_um: 13.0
dr.pass1.iters: 2
gp_congestion: 0.743
numCtsBuffers: 5
cts.path.max_buffers: 2
fp.dieH_um: 111
dpl.cell_count: 303
path_max_fanout: 3
synth.yosys.seq_area_share: 0.459
yosysChipArea_um2: 1400
post-dp-hpwl_mm: 3.08
switching_share: 0.229
fp.dieW_um: 111
coreArea_um2: 8130
chipArea_um2: 12300
drc: 0
grtUsageTotal: 0.0687
postRouteAntennaNets: 0
hold_viol: 0
[registers in the layout (all words and copies together), names as in the netlist]
name / cells
imm: 11
r1: 5
r2: 4
op: 6
j_imm: 2
r3: 4
[critical path, cell delays in order (launching register included)]
cell	delay, ps
dfxtp_2	320
buf_6	120
buf_6	100
[cell families (layout without fill, tap and decap cells)]
kind of cell | after synthesis | count (layout) | synth area share
DFF | 32 | 32 | 0.459
and+or+nand+nor | 32 | 32 | 0.0860
buffers and inverters | 38 | 115 | 0.226
muxes | 32 | 32 | 0.229
[cells in the mapped netlist]
| library cell | instances |
|---|---|
| buf_12 | 3 |
| nor2_1 | 32 |
| buf_6 | 1 |
| buf_4 | 31 |
| clkbuf_1 | 3 |
| mux2i_1 | 32 |
| dfxtp_1 | 32 |
[power by group through the flow]
stage / clock, W / sequential, W / combinational (W)
final: 0.000928 / 0.00142 / 0.000516
after global routing: 0.00106 / 0.00144 / 0.000576
after CTS: 0.000999 / 0.00142 / 0.000595
[per-stage QoR]
stage / setup TNS [ps] / cell area [µm²] / hold WS [ps] / util / setup slack, ps
finish: -24.0 / 2220 / 431 / 0.273 / -8.78
global route: -277 / 2220 / 438 / 0.273 / -51.4
CTS: -459 / 2370 / 422 / 0.291 / -35.0
detailed placement: -4110 / 2250 / 483 / 0.277 / -103
global placement: -3970 / 2250 / 475 / 0.277 / -97.6
floorplan: 0 / 1400 / 272 / - / 207
[cell type report]
type	count	area [µm²]	share of cell area
clock inverters	1	5.00	0.00225
flip-flops and latches	32	686	0.308
multi-input cells	64	440	0.198
well taps	105	131	0.0591
clock buffers	6	72.6	0.0326
repair buffers	108	890	0.400
[metal layers]
layer  part of all wire  global-route usage  up-vias  routed length [µm]
met5                  0                   0        -                   0
met4              0.019              0.0113        0                  78
met3              0.082              0.0235        6                 337
met2               0.47               0.111       50                1940
met1               0.43              0.0878      500                1740
li1                   -                   -      554                   -
[placed cells by master (no fill, tap or decap)]
master,synthesis,layout
clkbuf_2,0,11
buf_6,1,21
clkbuf_1,3,1
buf_2,0,37
dfxtp_4,0,2
buf_12,3,3
clkinv_2,0,1
buf_4,31,3
mux2i_1,32,32
nor2_1,32,32
clkbuf_8,0,5
dfxtp_2,0,30
clkdlybuf4s50_1,0,33
[what timing repair did]
item                                    in CTS  in global routing
endpoints found under the setup margin      63                 27
setup buffers                               15                  0
gates resized                              239                 14
pin swaps                                    0                  0
[path summary, 6_finish.rpt]
check | start | end | slack [ps] | cells past startpoint
max | r3[3] | j_imm[14] | -9 | 2
min | IRWrite | r3[2] | 430 | 4
max reg2reg | imm[1] | imm[1] | 260 | 3
min reg2reg | op[2] | op[2] | 480 | 2
