File: flow/run.sh
#!/bin/bash
# OpenROAD 26Q1-2900-gdf79404cd8, Yosys 0.63+post, stock flow scripts
make -C /OpenROAD-flow-scripts/flow DESIGN_CONFIG=/design/flow/config.mk WORK_HOME=/design/flow/orfs finish
File: flow/config.mk
export PLATFORM = sky130hd
export DESIGN_NAME = Controller
export DESIGN_NICKNAME = Controller
export VERILOG_FILES = /design/flow/design.v
export SDC_FILE = /design/flow/constraint.sdc
export NUM_CORES = 4
export LEC_CHECK = 1
export CORE_AREA = 10 10 70 70
export DIE_AREA = 0 0 80 80
File: flow/constraint.sdc
current_design Controller

set clk_period 3.4
set clk_io_pct 0.2

create_clock -name clk0 -period $clk_period [get_ports {clk}]

set non_clock_inputs [all_inputs -no_clocks]
set_input_delay [expr $clk_period * $clk_io_pct] -clock clk0 $non_clock_inputs
set_output_delay [expr $clk_period * $clk_io_pct] -clock clk0 [all_outputs]
File: flow/design.v
`timescale 1ns / 1ps
module Controller(BEQ_BNE, PCSource, ALUOp, ALUSrcA, ALUSrcB, RegWrite, IRWrite, MemToReg, MemToWrite, MemToRead, IorD, PCWrite,  next_state, current_state, PCWriteCond, Op, clk, rst, NbitBranchSelect);
output reg [2:0] ALUOp;
output reg [1:0] PCSource, ALUSrcB;
output reg BEQ_BNE, ALUSrcA, RegWrite, IRWrite, MemToReg, MemToWrite, MemToRead, IorD, PCWrite, PCWriteCond, NbitBranchSelect;
input clk, rst;
input [5:0] Op;
output reg[3:0] current_state;
output reg [3:0] next_state;
initial 
 begin 
  current_state = 4'b0000;
  next_state = 4'b0000;
 end
 always @(posedge clk)
	if(rst)
		current_state <= 4'b0000;
	else
		current_state <= next_state; 
 always @(*) 
 begin 
   case (current_state)
	 4'b0000:  
	 begin 
	 ALUOp = 3'b010;
	 PCSource = 2'b0;
	 ALUSrcB = 2'b01;
	 BEQ_BNE = 1'b0;
	 ALUSrcA = 1'b0;
	 RegWrite = 1'b0;
	 IRWrite = 1'b1;
	 MemToReg = 1'b0;
	 MemToWrite = 1'b0;
	 MemToRead = 1'b1;
	 IorD = 1'b0;
	 PCWrite = 1'b1;
	 PCWriteCond = 1'b0;
    NbitBranchSelect = 1'b0;	
    end
	 4'b0001:   
	 begin 
	 ALUOp = 3'b010;
	 PCSource = 2'b0;
	 ALUSrcB = 2'b11;
	 BEQ_BNE = Op[0];
	 ALUSrcA = 1'b0;
	 RegWrite = 1'b0;
	 IRWrite = 1'b0;
	 MemToReg = 1'b0;
	 MemToWrite = 1'b0;
	 MemToRead = 1'b0;
	 IorD = 1'b0;
	 PCWrite = 1'b0;
	 PCWriteCond = 1'b0;
	if(Op[5:3] == 3'b100)
	 begin
		NbitBranchSelect = 1'b0;	
	end
   else
   begin
      NbitBranchSelect = 1'b1;	
   end
	 end
	 4'b0010:  
	 begin 
	 if(Op == 6'b111011)
		begin 
			ALUOp = 3'b010;
		end
	 else if (Op == 6'b111001)
       begin
          ALUOp = 3'b010;
       end		 
	 else
		begin
			ALUOp = Op[2:0]; 
	  end	 
	 PCSource = 2'b0; 
	 if (Op == 6'b110111)
       begin
          ALUSrcB = 2'b10;
       end	
    else if (Op == 6'b110010)
       begin
          ALUSrcB = 2'b10;
       end	
    else if (Op == 6'b110011)
       begin
          ALUSrcB = 2'b10;
       end			 
	 else
		begin
			ALUSrcB = 2'b11;
	  end	 
	 BEQ_BNE = 1'b0;
	 ALUSrcA = 1'b1;
	 RegWrite = 1'b0;
	 IRWrite = 1'b0;
	 MemToReg = 1'b0;
	 MemToWrite = 1'b0;
	 MemToRead = 1'b0;
	 IorD = 1'b0;
	 PCWrite = 1'b0;
	 PCWriteCond = 1'b0;
	 if(Op[5:2] == 4'b1111)
	 begin
		NbitBranchSelect = 1'b0;	
	end
   else
   begin
      NbitBranchSelect = 1'b1;	
   end 	
	end
	 4'b0011:  
	 begin
	 ALUOp = 3'b0;
	 PCSource = 2'b0;
	 ALUSrcB = 2'b00;
	 BEQ_BNE = 1'b0;
	 ALUSrcA = 1'b0;
	 RegWrite = 1'b0;
	 IRWrite = 1'b0;
	 MemToReg = 1'b0;
	 MemToWrite = 1'b0;
	 MemToRead = 1'b1;
	 IorD = 1'b1;
	 PCWrite = 1'b0;
	 PCWriteCond = 1'b0;
	 NbitBranchSelect = 1'b1;
	 end
	 4'b0100:  
	 begin
	 ALUOp = 3'b0;
	 PCSource = 2'b0;
	 ALUSrcB = 2'b00;
	 BEQ_BNE = 1'b0;
	 ALUSrcA = 1'b0;
	 RegWrite = 1'b1;
	 IRWrite = 1'b0;
	 MemToReg = 1'b1;
	 MemToWrite = 1'b0;
	 MemToRead = 1'b0;
	 IorD = 1'b0;
	 PCWrite = 1'b0;
	 PCWriteCond = 1'b0;
	 NbitBranchSelect = 1'b1;
	 end
	 4'b0101:  
	 begin
	 ALUOp = 3'b0;
	 PCSource = 2'b0;
	 ALUSrcB = 2'b00;
	 BEQ_BNE = 1'b0;
	 ALUSrcA = 1'b0;
	 RegWrite = 1'b0;
	 IRWrite = 1'b0;
	 MemToReg = 1'b0;
	 MemToWrite = 1'b1;
	 MemToRead = 1'b0;
	 IorD = 1'b1;
	 PCWrite = 1'b0;
	 PCWriteCond = 1'b0;
	 NbitBranchSelect = 1'b1;
	 end
	 4'b0110:  
	 begin
	 ALUOp = Op[2:0];
	 PCSource = 2'b0;
	 ALUSrcB = 2'b00;
	 BEQ_BNE = 1'b0;
	 ALUSrcA = 1'b1;
	 RegWrite = 1'b0;
	 IRWrite = 1'b0;
	 MemToReg = 1'b0;
	 MemToWrite = 1'b0;
	 MemToRead = 1'b0;
	 IorD = 1'b0;
	 PCWrite = 1'b0;
	 PCWriteCond = 1'b0;
	 NbitBranchSelect = 1'b1;
	 end
	 4'b0111:  
	 begin
	 ALUOp = 3'b010;
	 PCSource = 2'b0;
	 ALUSrcB = 2'b11;
	 BEQ_BNE = 1'b0;
	 ALUSrcA = 1'b0;
	 RegWrite = 1'b1;
	 IRWrite = 1'b0;
	 MemToReg = 1'b0;
	 MemToWrite = 1'b0;
	 MemToRead = 1'b0;
	 IorD = 1'b0;
	 PCWrite = 1'b0;
	 PCWriteCond = 1'b0;
	 NbitBranchSelect = 1'b1;
	 end
	 4'b1000:  
	 begin
	 ALUOp = 3'b011;
	 PCSource = 2'b01;
	 ALUSrcB = 2'b00;
	 BEQ_BNE = Op[0];
	 ALUSrcA = 1'b1;
	 RegWrite = 1'b0;
	 IRWrite = 1'b0;
	 MemToReg = 1'b0;
	 MemToWrite = 1'b0;
	 MemToRead = 1'b0;
	 IorD = 1'b0;
	 PCWrite = 1'b0;
	 PCWriteCond = 1'b1;
	 NbitBranchSelect = 1'b0;
	 end
	 4'b1001:  
	 begin
	 ALUOp = 3'b0;
	 PCSource = 2'b10;
	 ALUSrcB = 2'b00;
	 BEQ_BNE = 1'b0;
	 ALUSrcA = 1'b0;
	 RegWrite = 1'b0;
	 IRWrite = 1'b0;
	 MemToReg = 1'b0;
	 MemToWrite = 1'b0;
	 MemToRead = 1'b0;
	 IorD = 1'b0;
	 PCWrite = 1'b1;
	 PCWriteCond = 1'b0;
	 NbitBranchSelect = 1'b1;
	 end
	 4'b1010:   
	 begin 
	 ALUOp = 3'b010;
	 PCSource = 2'b0;
	 ALUSrcB = 2'b11;
	 BEQ_BNE = Op[0];
	 ALUSrcA = 1'b0;
	 RegWrite = 1'b0;
	 IRWrite = 1'b0;
	 MemToReg = 1'b0;
	 MemToWrite = 1'b0;
	 MemToRead = 1'b0;
	 IorD = 1'b0;
	 PCWrite = 1'b0;
	 PCWriteCond = 1'b0;
	if(Op[5:3] == 3'b100)
	 begin
		NbitBranchSelect = 1'b0;	
	end
   else
   begin
      NbitBranchSelect = 1'b1;	
   end
	 end
	default: 
   begin 
 	 ALUOp = 3'b0;
	 PCSource = 2'b0;
	 ALUSrcB = 2'b00;
	 BEQ_BNE = 1'b0;
	 ALUSrcA = 1'b0;
	 RegWrite = 1'b0;
	 IRWrite = 1'b0;
	 MemToReg = 1'b0;
	 MemToWrite = 1'b0;
	 MemToRead = 1'b0;
	 IorD = 1'b0;
	 PCWrite = 1'b0;
	 PCWriteCond = 1'b0;
	 NbitBranchSelect = 1'b0;
	 end	 
	 endcase 
 end
always @(rst or current_state or Op)
begin 
  if(rst) 
   begin 
	next_state = 4'b0;
	end
	else
	  case (current_state)
	  4'b0000: next_state = 4'b0001;
	  4'b0001: if(Op[5:4] == 2'b01)  
	           next_state = 4'b0110;
				  else if(Op[5:4] == 2'b10)  
	           next_state = 4'b1010;
              else if(Op[5:4] == 2'b11)  
	           next_state = 4'b0010;
				  else if (Op == 6'b000001)   
				  next_state = 4'b1001; 
				  else    
				  next_state = 4'b0000;
	  4'b0010: if(Op == 6'b111011)  
	           next_state = 4'b0011;
				  else if(Op == 6'b111100) 
	           next_state = 4'b0101;
				  else  
				  next_state = 4'b0111;
	 4'b0011:  next_state = 4'b0100;
	 4'b0101:  next_state = 4'b0000;
	 4'b0111:  next_state = 4'b0000;
	 4'b0110:  next_state = 4'b0111;
	 4'b1000:  next_state = 4'b0000;
	 4'b1001:  next_state = 4'b0000;
	 4'b1010:  next_state = 4'b1000;
	 default:  next_state = 4'b0000;
	endcase
end
endmodule
==> notes.md <==
Results of the implementation run.

The path depth of the worst reg2reg path came out at 3. The setup path with the least slack is of type primary input to output port. Total power normalized to cell area comes to 545 mW/mm^2. The flop and latch count out of synthesis is 4. For the worst-skew pair, the clock arrives at the later sink with an insertion delay of 0.24 ns. In the hold report, the worst path ends at current_state[3]$_SDFF_PP0_. The stat command in Yosys gives a chip area of 673 um^2. The number of non-filler instances in the completed layout is 164. Once the clock tree was built, the setup fixing pass inserted 0 buffers. The flow ran to the end, and the final reports show no timing, DRC or antenna violations. The total core area came out at 0.00342 mm^2. The worst endpoint required time is 2.72 ns.

The script extracted a total leakage power of 0.000337 uW. Max fanout on the critical path was recorded as 7. Port buffering added 33 buffers.

The average size of a mapped cell came out at 7.48 um^2. The CTS sink count is 4. The first-pass detailed-route iteration total came out at 4. The number of antenna cells inserted came out at 0.

The synthesized instance count is 90. The tool warning count came out at 25. In the final layout, the registers with the most flip-flops are current_state x4. Measured along the y axis, the die boundary spans 80 um. The final tally of hold violations came out at 0. The routed wire length per instance is 13.6 um.

The detailed placer's ending HPWL came out at 1800 um. For flop-to-flop paths, the worst setup slack is 1.68 ns. The cell area after technology mapping came out at 673 um^2. The post-route clock skew is 0.00327 ns. The type of element capturing the critical path is an output port.

Clock tree synthesis selected as its root buffer the cell sky130_fd_sc_hd__clkbuf_4. The number of flops mapped to enable cells by yosys came out at 0. The most prevalent standard cell on the critical path is sky130_fd_sc_hd__clkdlybuf4s50_1. The critical path goes through clkdlybuf4s50_1 > nor4b_2 > nand4b_1 > a211oi_1 > clkdlybuf4s50_1. The number of routed nets with antenna violations is 0. The total CTS buffers is 3.

The sequential element share of the synthesized area is 11.9%. The worst slew margin relative to its limit came out at 52.7%. The total grt overflow came out at 0. The peak per-stage delay on the critical path came out at 0.51 ns.

The total die size came out at 0.00640 mm^2. The final clock period utilization by the worst path came out at 93.9%. The number of rows created at floorplan is 21. The die is 80 um wide. The most used flip-flop cell after synthesis is sky130_fd_sc_hd__dfxtp_1. Summed over all instances, the cell type with the most area after synthesis is sky130_fd_sc_hd__dfxtp_1. Relative to the synthesized area, the layout overhead comes to 54.5%. The first global-routing pass estimated 3730 um of wire.

The internal power of the cells came out at 354 uW. The overall fraction of global-route tracks in use came out at 6.95%. The final setup TNS is 0 ns.

The proportion of power drawn by combinational gates is 67.4%. TritonCTS built the clock tree. The worst hold path begins at current_state[3]$_SDFF_PP0_. The time the final worst path needs with I/O delays and setup came out at 3.19 ns.

The final-report setup violation count came out at 0. The switching fraction of total power is 37.5%. The library cells used most frequently in the layout, excluding fill and tap cells, are sky130_fd_sc_hd__clkdlybuf4s50_1, sky130_fd_sc_hd__nor3_1, sky130_fd_sc_hd__nor2_1, sky130_fd_sc_hd__a311oi_1. The pin closest to its max-slew limit shows a slew of 0.708 ns. Looking at the reg2reg group, the worst path ends at current_state[2]$_SDFF_PP0_. The clock network accounts for 10.2% of the total power. The script parses the final routing iteration and logs DRC violations as 0. The min-delay analysis places its worst path in the category flop to flop. The initial antenna violation count is 0. The number of design-rule violations left by the first detailed-router iteration is 14. The total number of yosys warnings came out at 1. STA classifies the critical path startpoint as a primary input. The arrival time at the worst endpoint is 2.51 ns. The largest register by flop count is current_state. Entering global routing, the biggest net connects 24 pins. After detailed placement, the design holds a cell count of 161. In this run the number of H-tree levels came out at 1. For this design the total switching power over the nets is 213 uW. The count of instantiated cells in the yosys netlist is 90. The detailed-route via count came out at 793. 34 I/O pins were placed.

The fraction of post-synthesis cell area in the top cell type by area came out at 11.9%. The final wirelength is 2240 um. The largest buffer count on any clock path came out at 2. The share of synthesized registers carrying an async set or reset is 0%. Setup repair after global routing left no endpoint under its margin.

The number of max-capacitance violations reported is 0. Among all stages on the critical path, the largest delay is contributed by sky130_fd_sc_hd__clkdlybuf4s50_1. The via count of the first global-routing pass came out at 751. The highest supply drop recorded on VDD is 214 uV. The post-CTS clock slew at the launch and capture registers of the worst setup and hold paths is 0.03 ns. The number of flip-flops under the largest register name is 4.

The number of pins with negative max-slew slack in the final report is 0. In this run, distinct cell masters in the synthesized netlist total 46. At the floorplan stage, the core utilization is reported as 19.7%. In the post-synthesis netlist, the biggest area contributors are sky130_fd_sc_hd__dfxtp_1, sky130_fd_sc_hd__a311oi_1, sky130_fd_sc_hd__nor3_1. The share of post-route cells with drive strength above 1 came out at 11.0%. Per the gpl log, the routability congestion estimate is 0.813. The average via count per standard cell came out at 4.84.

The most common library cell in the layout ignoring fill and taps is sky130_fd_sc_hd__clkdlybuf4s50_1. Per the timing report, the most critical flop-to-flop path originates at current_state[1]$_SDFF_PP0_. Per the timing report, the achievable frequency comes out to 313 MHz.

The number of stages on the worst hold path is 2. Sequential cells account for 22.4% of the total power.
## area by class of cell
type,instances,area [um^2]
fill,376,2380
multi-input combinational,74,524
timing repair buffer,35,345
sequential,4,80.1
tap,46,57.6
clock buffer,3,22.5
inverter,2,10.0
## per-stage QoR
step                      util, %  area (um^2)  setup WS, ns  power, uW  hold WS [ns]
final                        30.4         1040         0.206        567         0.886
after global routing         30.4         1040        0.0582        630         0.942
after CTS                    30.3         1030        0.0730        580         0.875
after detailed placement     29.6         1010        0.0943        520         0.874
after global placement       29.6         1010         0.120        515         0.868
after floorplan                 -          673          1.37        295         0.647
## kinds of logic (layout without fill, tap and decap cells)
group | Yosys count | in the layout | synth area share [%]
simple gates | 44 | 44 | 42.2
compound gates | 27 | 27 | 30.1
buf+inv | 12 | 40 | 11.2
flops | 4 | 4 | 11.9
fa+ha+maj | 1 | 1 | 1.67
xor+xnor | 1 | 1 | 1.30
mux | 1 | 1 | 1.67
## power groups by stage
stage	Sequential, uW	Clock (uW)	Combinational [uW]
CTS	127	59.9	393
global route	135	63.9	431
finish	127	57.9	382
## repair_timing
item,in CTS,in global routing
hold buffers,0,0
hold endpoints to repair,0,0
gates resized,0,1
setup endpoints to repair,0,2
## cell usage after synthesis (3+ instances only)
cell type	number
sky130_fd_sc_hd__a211oi_1	4
sky130_fd_sc_hd__nor2b_1	4
sky130_fd_sc_hd__nor3b_1	3
sky130_fd_sc_hd__o211ai_1	4
sky130_fd_sc_hd__a21oi_1	4
sky130_fd_sc_hd__dfxtp_1	4
sky130_fd_sc_hd__buf_2	4
sky130_fd_sc_hd__nand2_1	4
sky130_fd_sc_hd__nand2b_1	4
sky130_fd_sc_hd__nor2_1	5
sky130_fd_sc_hd__nor3_1	6
sky130_fd_sc_hd__a311oi_1	5
## worst max-delay path, delay by kind of cell
kind	cells	cell delay, ns
AOI/OAI and AO/OA	1	0.26
and+or+nand+nor	2	0.55
buffers and inverters	2	1.01
## routing by layer
metal | part of all wire [%] | track usage (%) | vias to the layer above | wire length, um
li1 | - | - | 409 | -
met1 | 43 | 8.66 | 360 | 970
met2 | 48 | 11.4 | 22 | 1080
met3 | 7.3 | 2.50 | 2 | 163
met4 | 0.85 | 1.06 | 0 | 19
met5 | 0 | 0 | - | 0
## how the worst max path moves through the flow
stage,end,startpoint,slack [ns],cells past startpoint
after CTS,next_state[0],Op[2],0.07,5
after global routing,ALUOp[1],Op[4],0.06,5
final,next_state[0],Op[2],0.21,5
Power figures rest on the tool's default switching activity, not on a simulated workload.
